<file path="/design/flow/design.v">
module traffic_light_ped(
    input wire clk, rst, ped_btn,
    output reg [1:0] light
);
    reg [1:0] state, next_state;
    reg [3:0] timer;
    localparam RED = 2'b00;
    localparam GREEN = 2'b01;
    localparam YELLOW = 2'b10;
    always @(posedge clk or posedge rst) begin
        if(rst) begin
            state <= RED;
            timer <= 0;
        end else begin
            if(state != next_state)
                timer <= 0;
            else
                timer <= timer + 1;
            state <= next_state;
        end
    end
    always @(*) begin
        case(state)
            RED: 
                if(timer < (ped_btn ? 8 : 5))
                    next_state = RED;
                else
                    next_state = GREEN;
            GREEN:
                if(timer < 3)
                    next_state = GREEN;
                else 
                    next_state = YELLOW;
            YELLOW:
                if(timer < 2)
                    next_state = YELLOW;
                else
                    next_state = RED;
            default: next_state = RED;
        endcase
    end
    always @(*) begin 
        light = state;
    end
endmodule
</file>
<file path="/design/flow/run.sh">
#!/bin/bash
# OpenROAD 26Q1-2900-gdf79404cd8, Yosys 0.63+post, stock flow scripts
make -C /OpenROAD-flow-scripts/flow DESIGN_CONFIG=/design/flow/config.mk WORK_HOME=/design/flow/orfs finish
</file>
<file path="/design/flow/config.mk">
export PLATFORM = sky130hd
export DESIGN_NAME = traffic_light_ped
export DESIGN_NICKNAME = traffic_light_ped
export VERILOG_FILES = /design/flow/design.v
export SDC_FILE = /design/flow/constraint.sdc
export NUM_CORES = 4
export LEC_CHECK = 1
export CORE_AREA = 10 10 70 70
export DIE_AREA = 0 0 80 80
</file>
<file path="/design/flow/constraint.sdc">
current_design traffic_light_ped

set clk_period 1.9
set clk_io_pct 0.2

create_clock -name clk0 -period $clk_period [get_ports {clk}]

set non_clock_inputs [all_inputs -no_clocks]
set_input_delay [expr $clk_period * $clk_io_pct] -clock clk0 $non_clock_inputs
set_output_delay [expr $clk_period * $clk_io_pct] -clock clk0 [all_outputs]
</file>
==> reports/qor.yml <==
outcome:
  status: "completed"
clock_network:
  clkLatencyLatePin_ns: 0.23
  clock-sinks: 6
  cts_buffer_depth: 2
  cts_buffers: 3
  post_cts_buffers: 0
  clk_pin_slew_ns: 0.04
  ctsHoldBuffers: 0
  htreeDepth: 1
  cts_tree: "done"
  cts_resized: 0
  cts-root-buf: "clkbuf_4"
floorplanning:
  core-area_um2: 3420
  chipWidth_um: 80
  die_y_um: 80
  io_pins: 5
  die_area_um2: 6400
  initial_core_util_pct: 10.3
  row_count: 21
timing:
  slew_violations: 0
  hold_viol: 0
  fin_ws_ns: 0.261
  fmax_mhz: 610
  setup_tns_ns: 0
  grt_setup_unrepaired: "false"
  worst_pin_slew_ns: 0.310
  relSlewSlack_pct: 79.2
  finalSetupViolCount: 0
  period_used_pct: 86.3
  fin_worst_skew_ns: 0.00178
  hold_ws_ns: 0.354
  min_period_ns: 1.64
place:
  post-place-ws_ns: 0.0199
  place_congestion: 0.750
  port_buffers: 4
  dp_hpwl_um: 577
setup_path:
  end_kind: "flop"
  arrival_ns: 1.79
  cp_slowest_stage_delay_ns: 0.48
  worstPathRequired_ns: 2.05
  start_kind: "input pin"
  cp_slowest_cell: "clkdlybuf4s50_1"
  startpoint: "ped_btn"
  worstPathMaxFanout: 4
  r2r-start: "timer[1]"
  path_cells: "clkdlybuf4s50_1 > inv_1 > ha_1 > a211oi_2 > nand3_2 > a21oi_1"
  path_class: "in -> reg"
finish:
  syn2layout_area_growth_pct: 40.4
  final_common_cell: "dfrtp_1"
  lay_top_cells: "dfrtp_1 (6), clkdlybuf4s50_1 (4)"
  final_util_pct: 14.5
  layout-drive-gt1-share_pct: 28.2
  fillers: 399
pwr:
  p_per_area_nw_per_um2: 1290
  p_leak_nw: 0.198
  peakVddDrop_v: 0.000261
  power_uw: 641
route:
  drt-total-wl_um: 676
  drc: 0
  wire_per_inst_um: 7.95
  drtAntennaViolNets: 0
  drt-pass1-iter-count: 2
  vias: 267
  antennaDiodeCount: 0
  drt-initial-drc-count: 4
  vias_per_cell: 3.14
yosys:
  ys_chip_area_um2: 353
  yosysWarnings: 1
  numSynthFlops: 6
  synth_cell_types: 17
  ys_cells: 29
  syn_avg_cell_area_um2: 12.2
  ys_seq_share_pct: 42.6
  netlist_instances: 29
  synth.cell_area_um2: 353
global_routing:
  grt_start_max_net_pins: 7
  grt_pass1_wl_mm: 1.26
  antenna_found_initial: 0
  overflow: 0
  grt_usage_pct: 2.37
  grt_pass1_vias: 290
run:
  maxCapViolCount: 0
  warnings: 25
worst_hold_path:
  hold_class: "in -> async"
[critical path, delay by kind of cell]
kind                       cells  cell delay (ns)
AOI/OAI and AO/OA              2             0.45
adders and majority gates      1             0.30
buffers and inverters          2             0.53
and+or+nand+nor                1             0.14
[metrics by stage]
step / area, um2 / instances
final: 495 / 85
after global placement: 473 / 82
after global routing: 495 / 85
after CTS: 495 / 85
after detailed placement: 473 / 82
after floorplan: 353 / 29
[where the power goes]
part           internal (mW)  switching (mW)  total [mW]
Clock                 0.0708          0.0371       0.108
Combinational          0.167           0.122       0.289
Sequential             0.174          0.0702       0.244
Total                  0.412           0.229       0.641
[flip-flops by register name, indices dropped and copies added, names as in the netlist]
register / count
state: 2
timer: 4
[layer usage]
| metal | GRT usage (%) | up-vias | routed length (um) |
|---|---|---|---|
| li1 | - | 129 | - |
| met1 | 2.89 | 134 | 307 |
| met2 | 3.77 | 2 | 330 |
| met3 | 0.682 | 2 | 26 |
| met4 | 1.06 | 0 | 11 |
| met5 | 0 | - | 0 |
[cell type report]
class,instances,area (um2),area share [%]
multi-input cells,20,191,38.6
flip-flops and latches,6,150,30.3
repair buffers,7,62.6,12.6
well taps,46,57.6,11.6
clock buffers,3,22.5,4.55
inverters,3,11.3,2.27
[Yosys cell counts]
library cell	count	area share, %
o311ai_4	1	7.4
nand3_2	1	2.8
a21boi_1	1	2.1
inv_1	3	3.2
xor2_1	1	2.5
dfrtp_1	6	43
a21oi_1	3	4.3
xnor2_1	1	2.5
nor3b_1	2	4.3
nor2_1	1	1.1
ha_1	3	11
nand3_1	1	1.4
a211oi_2	1	3.5
a32o_1	1	2.8
o21ai_1	1	1.4
a221oi_2	1	4.3
or3_4	1	3.2
[path summary, 6_finish.rpt]
path | end | slack, ns | cells past startpoint
setup / recovery | timer[2] | 0.26 | 6
hold / removal | state[1] | 0.35 | 2
setup reg to reg | state[1] | 0.42 | 3
hold reg to reg | state[0] | 0.51 | 1
max in group asynchronous | timer[3] | 1.37 | 2
min in group clk0 | state[0] | 0.51 | 1
[cells by family (layout without fill, tap and decap cells)]
logic type	count (synthesis)	after routing	share of synthesized area, %
AND-OR/OR-AND	9	9	25.9
flip-flops	6	6	42.6
AND/OR/NAND/NOR	6	6	12.8
adder cells (fa/ha/maj)	3	3	10.6
buffers and inverters	3	13	3.19
XOR/XNOR	2	2	4.97
No activity file was given, so power comes from the tool's default toggle rates.
