[flow/run.sh]
#!/bin/bash
# OpenROAD 26Q1-2900-gdf79404cd8, Yosys 0.63+post, stock flow scripts
make -C /OpenROAD-flow-scripts/flow DESIGN_CONFIG=/design/flow/config.mk WORK_HOME=/design/flow/orfs finish
[flow/config.mk]
export PLATFORM = sky130hd
export DESIGN_NAME = FIFO
export DESIGN_NICKNAME = FIFO
export VERILOG_FILES = /design/flow/design.v
export SDC_FILE = /design/flow/constraint.sdc
export NUM_CORES = 4
export LEC_CHECK = 1
export CORE_UTILIZATION = 40
[flow/constraint.sdc]
current_design FIFO

set clk_period 5.3
set clk_io_pct 0.2

create_clock -name clk0 -period $clk_period [get_ports {clk}]

set non_clock_inputs [all_inputs -no_clocks]
set_input_delay [expr $clk_period * $clk_io_pct] -clock clk0 $non_clock_inputs
set_output_delay [expr $clk_period * $clk_io_pct] -clock clk0 [all_outputs]
[flow/design.v]
module FIFO(
    input wire clk, rst, rd_en, wr_en,
    input wire [7:0] din,
    output reg [7:0] dout,
    output wire empty, full
);
    reg [7:0] mem [0:15];
    reg [4:0] w_ptr, r_ptr;
    always @(posedge clk or posedge rst) begin  
        if(rst) w_ptr <= 0; 
        else begin
            if(wr_en && !full) begin
                mem[w_ptr[3:0]] <= din;
                w_ptr <= w_ptr+1;
            end
        end
    end
    always @(posedge clk or posedge rst) begin
        if(rst) r_ptr <= 0;
        else if (rd_en && !empty) begin
            dout <= mem[r_ptr[3:0]];
            r_ptr <= r_ptr+1;
        end
    end
    assign empty = (w_ptr == r_ptr);
    assign full =  (w_ptr[3:0] == r_ptr[3:0]) && (w_ptr[4] != r_ptr[4]);
endmodule
==> reports/qor.json <==
{
  "holdPathStages": 1,
  "syn2layout_area_growth_pct": 19.0,
  "initCoreUtil_pct": 41.2,
  "drc_errors": 0,
  "top_cell_area_share_pct": 68.0,
  "fin_area_sq_mm": 0.00714,
  "timing.critical_path.buf_inv": 2,
  "ctsResizeCount": 0,
  "cellPowerDensity_mw_per_mm2": 548,
  "summed_negative_setup_slack_over_all_endpoints_ns": 0,
  "syn-cell-area_sq_mm": 0.00600,
  "drt_first_iter_violations": 342,
  "reg2reg_slack_ns": 2.78,
  "via_count_of_the_first_global_routing_pass": 3751,
  "min_path_type": "reg -> reg",
  "detail_route.first_pass.iterations": 4,
  "drt-wirelength-per-cell_um": 21.3,
  "core_sq_mm": 0.0146,
  "async_sr_flop_fraction_pct": 6.85,
  "yosys_most_used_dff": "sky130_fd_sc_hd__edfxtp_1",
  "dp_hpwl_um": 8610,
  "die_width_um": 125,
  "holdWs_ns": 0.532,
  "post_synth_inst_count": 392,
  "max_stage_delay_ns": 0.48,
  "clock.fmax_mhz": 307,
  "die_h_um": 125,
  "tally_of_openroad_warnings": 31,
  "die_area_sq_mm": 0.0155,
  "drt_wl_total_um": 13300,
  "yosysSeqAreaShare_pct": 72.2,
  "worst_flop_to_flop_path_startpoint": "r_ptr[3]",
  "num_io_pins": 22,
  "syn_avg_cell_area_sq_um": 15.3,
  "max-clock-path-buffers": 2,
  "grt_use_total_pct": 19.2,
  "grt_first_pass_wirelength_um": 20900,
  "yosys-stat-cells": 392,
  "yosys_warnings": 2,
  "outcome": "finished clean",
  "worstRegToRegCells": 5,
  "final_antenna_net_count": 0,
  "worst_r2r_endpoint": "mem[5][6]",
  "setup.worst_path.start_class": "register",
  "grt_overflow": 0,
  "worstHoldStart": "w_ptr[4]",
  "diodes": 0,
  "worst_setup_hold_path_clk_slew_ns": 0.06,
  "netlist_top_cells_count": "sky130_fd_sc_hd__edfxtp_1 (136), sky130_fd_sc_hd__nand2_1 (27), sky130_fd_sc_hd__a22oi_1 (18)",
  "vdd_ir_drop_max_mv": 0.319,
  "finalSetupViolCount": 0,
  "path_delay_family": "buffers and inverters",
  "num_rows": 44,
  "yosysTopAreaCell": "sky130_fd_sc_hd__edfxtp_1",
  "antenna_found_initial": 0,
  "tritoncts_clock_tree": "yes",
  "class_of_the_most_critical_setup_path": "reg -> out",
  "crit_path_cell_trace": "buf_4, xnor2_1, nand4_2, nor2_1, clkdlybuf4s50_1",
  "place_congestion": 0.888,
  "count_of_flip_flops_with_a_built_in_enable_after_synthesis": 136,
  "ys_seq_elements": 146,
  "setup.worst_path.end_class": "primary output",
  "dr_total_vias": 3549,
  "post_cts_hold_buffer_count": 0,
  "worstMarginPinSlew_ns": 0.911,
  "cts_root_buf": "sky130_fd_sc_hd__clkbuf_16",
  "timing.final.crit_period_ns": 3.26,
  "worstSetupPathDepth": 5,
  "n_fill_cell": 1173,
  "maxSlewViolCount": 0,
  "hold_viol_final": 0,
  "cts.sinks": 146,
  "worst-path-max-fanout": 32,
  "synth.yosys.chip_area_sq_mm": 0.00600,
  "timing.hold.worst_endpoint": "w_ptr[4]",
  "port-buffer-count": 21,
  "static-leakage-power_nw": 2.29,
  "required_time_reported_for_the_critical_path_endpoint_ns": 4.24,
  "place_area_sq_mm": 0.00655,
  "worst_clock_skew_ns": 0.00576,
  "late_pin_clk_latency_ns": 0.41,
  "drive_above_1_share_pct": 17.6,
  "final_min_period_over_clock_period_pct": 61.4,
  "cts_max_level": 4,
  "grt_setup_unrepaired": "false",
  "maxCapViolCount": 0,
  "synthTopCellsByArea": "sky130_fd_sc_hd__edfxtp_1 (68%), sky130_fd_sc_hd__dfrtp_1 (4.2%), sky130_fd_sc_hd__nor4b_1 (2.3%)",
  "synth_cell_types": 48,
  "most_common_cell": "sky130_fd_sc_hd__edfxtp_1",
  "post-route-worst-setup-slack_ns": 2.04,
  "dpl_worst_slack_ns": 2.23,
  "relSlewSlack_pct": 39.1,
  "numCtsBuffers": 17,
  "avgViaCountPerCell": 5.71,
  "count_of_buffers_added_by_post_cts_timing_repair_for_setup": 0,
  "cpMaxStageDelayCell": "sky130_fd_sc_hd__clkdlybuf4s50_1",
  "grt_start_max_net_pins": 35,
  "timing.critical_path.arrival_ns": 2.20
}
area by class of cell:
| class | instances | area, sq um | share of cell area [%] |
|---|---|---|---|
| clock buffer | 17 | 425 | 5.96 |
| clock inverter | 15 | 169 | 2.36 |
| inverter | 6 | 22.5 | 0.315 |
| multi-input combinational | 214 | 1610 | 22.5 |
| sequential | 146 | 4330 | 60.7 |
| tap | 184 | 230 | 3.22 |
| timing repair buffer | 40 | 353 | 4.94 |
worst reg2reg max path: stages (launching register included):
cell	delay (ns)
sky130_fd_sc_hd__dfrtp_1	0.32
sky130_fd_sc_hd__buf_4	0.34
sky130_fd_sc_hd__xnor2_1	0.15
sky130_fd_sc_hd__nand4_2	0.25
sky130_fd_sc_hd__o21ai_4	0.23
sky130_fd_sc_hd__nor4b_2	0.86
report_power, final:
| part | internal (mW) | switching (mW) | leakage, nW | total, mW |
|---|---|---|---|---|
| registers | 1.41 | 0.0699 | 1.35 | 1.48 |
| logic | 0.492 | 0.762 | 0.656 | 1.25 |
| clock network | 0.706 | 0.480 | 0.284 | 1.19 |
flip-flops by register name (all words and copies together) (netlist names):
| register | flops |
|---|---|
| r_ptr | 5 |
| mem | 128 |
| dout | 8 |
| w_ptr | 5 |
through the flow:
stage	total power, mW	std cells	utilization [%]
2_1_floorplan	2.34	392	-
3_3_place_gp	2.74	590	44.9
3_5_place_dp	2.75	590	44.9
4_1_cts	3.94	622	49.0
5_1_grt	4.12	622	49.0
6_report	3.92	622	49.0
layout by cell type, fill, tap and decap left out, types with 5 or more instances in the layout:
| cell type | n |
|---|---|
| sky130_fd_sc_hd__and3_1 | 5 |
| sky130_fd_sc_hd__nand2_1 | 27 |
| sky130_fd_sc_hd__ha_1 | 8 |
| sky130_fd_sc_hd__inv_1 | 6 |
| sky130_fd_sc_hd__xnor2_1 | 13 |
| sky130_fd_sc_hd__nor4b_2 | 15 |
| sky130_fd_sc_hd__edfxtp_1 | 136 |
| sky130_fd_sc_hd__inv_6 | 7 |
| sky130_fd_sc_hd__a22oi_1 | 18 |
| sky130_fd_sc_hd__o22ai_1 | 7 |
| sky130_fd_sc_hd__o21ai_0 | 6 |
| sky130_fd_sc_hd__a31oi_1 | 7 |
| sky130_fd_sc_hd__clkdlybuf4s50_1 | 21 |
| sky130_fd_sc_hd__clkbuf_16 | 17 |
| sky130_fd_sc_hd__and2_1 | 5 |
| sky130_fd_sc_hd__nor2_1 | 14 |
| sky130_fd_sc_hd__mux2_2 | 7 |
| sky130_fd_sc_hd__dfrtp_1 | 10 |
| sky130_fd_sc_hd__nor3b_1 | 5 |
| sky130_fd_sc_hd__buf_4 | 19 |
| sky130_fd_sc_hd__nand3_1 | 9 |
| sky130_fd_sc_hd__a21oi_1 | 14 |
| sky130_fd_sc_hd__a22o_1 | 6 |
worst max path at each step:
stage        start     to  slack, ns
6_report  r_ptr[3]  empty       2.04
5_1_grt   r_ptr[3]  empty       1.89
4_1_cts   r_ptr[3]  empty       2.01
metal layers:
layer / routed length, um / vias to the layer above / share of wire (%) / track usage (%)
met3: 1750 / 17 / 13 / 12.3
met1: 5360 / 1723 / 40 / 27.3
met5: 0 / - / 0 / 2.61
met4: 208 / 0 / 1.6 / 2.55
met2: 5950 / 186 / 45 / 27.0
li1: - / 1623 / - / -
kinds of logic after synthesis:
family                   Yosys count  share of synthesized area [%]
buffers and inverters             32                           2.58
multiplexers                       9                           1.65
AND-OR/OR-AND                     91                           11.3
adder cells (fa/ha/maj)            8                           1.67
AND/OR/NAND/NOR                   92                           8.56
XOR/XNOR                          14                           2.04
flip-flops                       146                           72.2
Power and IR drop assume default switching activity.
