## flow/design.v

```verilog
module updown_counter(
    input wire clk,
    input wire rst,
    input wire updown,
    output reg [3:0]count
);
    always @(posedge clk or posedge rst) begin
        if(rst) 
            count <= 4'd0;
        else if(updown)
            count <= count+1;
        else
            count <= count-1;
    end
endmodule
```

## flow/config.mk

```make
export PLATFORM = sky130hd
export DESIGN_NAME = updown_counter
export DESIGN_NICKNAME = updown_counter
export VERILOG_FILES = /design/flow/design.v
export SDC_FILE = /design/flow/constraint.sdc
export NUM_CORES = 4
export LEC_CHECK = 1
export CORE_AREA = 10 10 70 70
export DIE_AREA = 0 0 80 80
```

## flow/run.sh

```bash
#!/bin/bash
# OpenROAD 26Q1-2900-gdf79404cd8, Yosys 0.63+post, stock flow scripts
make -C /OpenROAD-flow-scripts/flow DESIGN_CONFIG=/design/flow/config.mk WORK_HOME=/design/flow/orfs finish
```

## flow/constraint.sdc

```tcl
current_design updown_counter

set clk_period 2.8
set clk_io_pct 0.2

create_clock -name clk0 -period $clk_period [get_ports {clk}]

set non_clock_inputs [all_inputs -no_clocks]
set_input_delay [expr $clk_period * $clk_io_pct] -clock clk0 $non_clock_inputs
set_output_delay [expr $clk_period * $clk_io_pct] -clock clk0 [all_outputs]
```

==> results.toml <==
# yosys + openroad results
[run_status]
status = "completed"

[final_layout]
area_growth_pct = 70.4
top_regs = "count: 4 flops"
design_area_um2 = 339
regMostFlops = "count"
drive_gt1_frac = 0.167
largest_reg_flops = 4

[setup_path]
critical_path_required_ns = 2.96
critPathCaptureType = "register"
cp_cell_sequence = "clkdlybuf4s50_1, inv_1, ha_1, a21o_1, a21oi_2, xnor2_1"
slowest_delay_ns = 0.50
crit_fanout = 3
path_class = "in2reg"
worstPathBufferInverterCount = 2
crit_family = "buffers and inverters"
cp_slowest_cell = "clkdlybuf4s50_1"
cp-start-kind = "input port"
cp.arrival_ns = 1.90

[timing]
fin_worst_skew_ns = 0.000328
tightest_slew_ns = 0.184
min_period_over_period = 0.624
rsz0062_at_grt = "false"
fin_hold_ws_ns = 0.512
fmax_mhz = 573
min_period_ns = 1.75
hold_viol = 0
drv_slew = 0
setup_viol = 0
slew_headroom = 0.876
tns_ns = 0

[grt]
antenna_found_initial = 0
grt_max_degree = 5
busiest_layer = "met3"
grt-ovfl-total = 0
grtUsageMet3 = 0.0284
grt_pass1_vias = 147
grt_util_met2 = 0.0120
met1_usage = 0.0195
grt_usage = 0.0163
grt_pass1_wl_um = 731

[placed_design]
place_area_um2 = 317
gp_congestion = 0.748
portBuffers = 6

[clock_network]
cts_setup_buffers = 0
cts_buffers = 3
clock_path_buffers = 2
ctsHoldBuffers = 0
clkTransAtPathRegs_ns = 0.04
cts_root_buf = "clkbuf_4"
clock_latency_ns = 0.23
cts.sinks = 4
h-tree-depth = 1
cts-resized-gates = 0
cts_tree = "built"

[synth]
top_cell_area_share = 0.503
ys_top_cells_by_count = "dfrtp_1, inv_1, ha_1, xnor2_1"
netlist_instances = 15
flop_cell = "dfrtp_1"
ys_seq_frac = 0.503
synth-edff-count = 0
synthXorXnorAreaFrac = 0.132
synth-compound-area-share = 0.0818
synth_area_leader_cell = "dfrtp_1"
syn_avg_cell_area_um2 = 13.3
yosys_area_um2 = 199
ys_cells = 15
simple_gate_share = 0
syn_area_um2 = 199
top_cell = "dfrtp_1"
netlist_top_cells_area = "dfrtp_1, ha_1, fa_1"
mux_area_frac = 0
yosysUniqueCellTypes = 8
logic_family = "adder cells"
synth-adder-area-share = 0.226
synth-warning-count = 1
numSynthFlops = 4
async_reset_ff_frac = 1.00

[route]
vias = 137
avgViaCountPerCell = 1.96
route.detailed.drc = 0
ant_nets = 0
first_pass_iters = 2
diodes = 0
routed_wl_um = 416
post_drt_wl_per_cell_um = 5.94
drtIter0Drc = 2

[job]
tool_warnings = 25
drv_cap = 0

[floorplanning]
chipArea_um2 = 6400
ioPinCount = 7
die_y_um = 80
fp.dieW_um = 80
rows = 21
floorplanUtilization = 0.0582
core_area_um2 = 3420

[power]
peakVddDrop_mv = 0.127
power_leakage_uw = 0.000141
power_density_nw_per_um2 = 822

[min_path]
hold_class = "in2async"
-- layout make-up --
cell class                 count  area [um^2]
clock buffer                   3         22.5
fill                         406         3080
inverter                       3         11.3
multi-input combinational      8         87.6
sequential                     4          100
tap                           46         57.6
timing repair buffer           6         60.1
-- per-stage QoR --
stage | setup slack, ns | util | cells | power (uW)
floorplan | 1.39 | - | 15 | 153
global placement | 0.826 | 0.0927 | 67 | 210
detailed placement | 0.804 | 0.0927 | 67 | 214
CTS | 1.05 | 0.0993 | 70 | 287
global route | 0.931 | 0.0993 | 70 | 312
finish | 1.05 | 0.0993 | 70 | 279
-- metal layers --
| metal | vias up | wire, um |
|---|---|---|
| met4 | 0 | 0 |
| met5 | - | 0 |
| met1 | 61 | 174 |
| met2 | 10 | 112 |
| met3 | 0 | 129 |
| li1 | 66 | - |
-- cells by family (layout without fill, tap and decap cells) --
kind of cell / Yosys count / count (layout)
DFF: 4 / 4
xor gates and xnor gates: 3 / 3
adders and majority gates: 3 / 3
buffers and inverters: 3 / 12
AOI/OAI and AO/OA: 2 / 2
-- power by group --
group          leakage (uW)  internal (uW)  switching [uW]
logic             0.0000781           75.0            35.0
clock network     0.0000138           47.9            22.5
registers         0.0000496           82.0            16.4
total              0.000141            205            73.8
-- placed cells by master, fill, tap and decap left out --
cell type	n
a21o_1	1
a21oi_2	1
clkbuf_4	3
clkdlybuf4s50_1	6
dfrtp_1	4
fa_1	1
ha_1	2
inv_1	3
xnor2_1	2
xor2_1	1
-- path summary, 6_finish.rpt --
check	from	slack, ns	depth (start not counted)	endpoint
setup / recovery	updown	1.05	6	count[3]
hold / removal	rst	0.51	2	count[3]
setup reg to reg	count[1]	1.60	4	count[3]
hold reg to reg	count[0]	0.52	1	count[0]
max in group asynchronous	rst	2.14	2	count[0]
min in group clk0	count[0]	0.52	1	count[0]
No activity file was given, so power comes from the tool's default toggle rates.
